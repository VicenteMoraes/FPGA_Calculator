===== ./design.v =====
module process_led(
	input negativeA,
	input negativeB,
	input negativeD,
	input overflow,
	input [9:0] D,
	input [9:0] A,
	input [9:0] B,
	input key,
	output [6:0] led0,
	output [6:0] led1,
	output [6:0] led2,
	output [6:0] led3,
	output [6:0] led4,
	output [6:0] led5,
	output [6:0] led6,
	output [6:0] led7
);
function automatic [6:0] bcd_to_led;
	input A, B, C, D;
	case ({A, B, C, D})
		 4'b0000 : bcd_to_led = 7'b1000000;
		 4'b0001 : bcd_to_led = 7'b1111001;
		 4'b0010 : bcd_to_led = 7'b0100100;
		 4'b0011 : bcd_to_led = 7'b0110000;
		 4'b0100 : bcd_to_led = 7'b0011001;
		 4'b0101 : bcd_to_led = 7'b0010010;
		 4'b0110 : bcd_to_led = 7'b0000010;
		 4'b0111 : bcd_to_led = 7'b1111000;
		 4'b1000 : bcd_to_led = 7'b0000000;
		 4'b1001 : bcd_to_led = 7'b0011000;
		 default : bcd_to_led = {7'b1001111, 7'b0000101, 7'b0000101, 7'b0011101};
		endcase
endfunction
logic [27:0] entr0;
logic [27:0] entr1;
logic [27:0] error;
logic [27:0] bcd;
assign error = {7'b0000110, 7'b0101111, 7'b0101111, 7'b0100011};
assign bcd = {(negativeD ? 7'b0111111 : 7'b1111111),
					bcd_to_led(0, 0, D[9], D[8]),
					bcd_to_led(D[7], D[6], D[5], D[4]),
					bcd_to_led(D[3], D[2], D[1], D[0])};
assign entr0 = {(negativeA ? 7'b0111111 : 7'b1111111),
					bcd_to_led(0, 0, A[9], A[8]),
					bcd_to_led(A[7], A[6], A[5], A[4]),
					bcd_to_led(A[3], A[2], A[1], A[0])};
assign entr1 = {(negativeB ? 7'b0111111 : 7'b1111111),
					bcd_to_led(0, 0, B[9], B[8]),
					bcd_to_led(B[7], B[6], B[5], B[4]),
					bcd_to_led(B[3], B[2], B[1], B[0])};
assign {led3, led2, led1, led0} = {(key && overflow) ? error : (key ? bcd : entr1)};
assign {led7, led6, led5, led4} = {(key && overflow) ?  {7'b1111111, { 3{7'b1000000} } } : (key ? { 4{7'b1000000} } : entr0)};
endmodule

===== ./run.sh =====
#!/bin/bash
# OpenROAD 26Q1-2900-gdf79404cd8, Yosys 0.63+post, stock flow scripts
make -C /OpenROAD-flow-scripts/flow DESIGN_CONFIG=/design/flow/config.mk WORK_HOME=/design/flow/orfs finish

===== ./config.mk =====
export PLATFORM = sky130hd
export DESIGN_NAME = process_led
export DESIGN_NICKNAME = process_led
export VERILOG_FILES = /design/flow/design.v
export SDC_FILE = /design/flow/constraint.sdc
export NUM_CORES = 4
export LEC_CHECK = 1
export CORE_AREA = 10 10 84 84
export DIE_AREA = 0 0 94 94

===== ./constraint.sdc =====
current_design process_led

set clk_period 2.4
set clk_io_pct 0.2

create_clock -name clk0 -period $clk_period

set non_clock_inputs [all_inputs -no_clocks]
set_input_delay [expr $clk_period * $clk_io_pct] -clock clk0 $non_clock_inputs
set_output_delay [expr $clk_period * $clk_io_pct] -clock clk0 [all_outputs]

==> flow_metrics.tcl <==
# collected from the flow reports
set metrics [dict create \
    synth.top_cell.area_share 0.2784 \
    core_region_area_mm2 0.005205 \
    ys_warn_count 1 \
    grt_overflow 0 \
    endpoint_kind "primary output" \
    total_power_uw 456.6 \
    adder_share 0.2784 \
    synth.distinct_cells 39 \
    drt_iter0_drc 12 \
    viasPerCell 4.547 \
    fp_util 0.3108 \
    rsz0062_at_grt "no" \
    final.setup.tns_ns 0 \
    hold_viol 0 \
    hold_class "in -> out" \
    grt_pass1_wl_um 8804 \
    seq_area_um2 0 \
    simple_gate_share 0.2135 \
    placed_cells 434 \
    post_drt_wl_per_cell_um 12.55 \
    ys_seq_share 0 \
    area_growth_syn_to_layout_pct 84.61 \
    post-route-util 0.5738 \
    syn_avg_cell_area_um2 6.658 \
    final-instance-count-excl-fill 437 \
    seq_cell_count 0 \
    slowest_delay_ns 0.28 \
    aoi_share 0.3047 \
    crit_type "in -> out" \
    gp_congestion 0.8921 \
    drive_above_1_share 0.3188 \
    peakVddDrop_v 0.00007515 \
    leakagePower_uw 0.001505 \
    grt_pass1_vias 1874 \
    yosysTopAreaCell "ha_1" \
    clockBufferCount 0 \
    critPathRequiredTime_ns 1.92 \
    setup_violations 0 \
    chip_area_mm2 0.008836 \
    die_h_um 94 \
    syn_inst 243 \
    period_used_share 0.9622 \
    grt_max_degree 13 \
    drt-total-wl_um 5486 \
    drcViolationCount 0 \
    hold_buffers 0 \
    yosys_area_mm2 0.001618 \
    area_leaders "ha_1, a21oi_1, buf_4" \
    critical_path_peak_fanout 3 \
    ys_sh_xor 0 \
    arrival_ns 1.83 \
    fin_crit_ns 2.309 \
    yosys-mux-area-fraction 0.03094 \
    via_count 1987 \
    drtPass1Iterations 4 \
    drv_slew 0 \
    status "finished clean" \
    path_delay_family "buffers and inverters" \
    top_level_ports 91 \
    timing.critical_path.cells "clkdlybuf4s15_1 > inv_2 > buf_4 > ha_1 > or2_2 > a21oi_2 > a2bb2oi_1 > dlygate4sd2_1" \
    die_width_um 94 \
    start_kind "input pin" \
    syn_area_mm2 0.001618 \
    diodes 0 \
    antenna_found_initial 0 \
    fmax_ghz 0.4330 \
    place_hpwl_um 4718 \
    port_buffers 88 \
    worst_path_max_delay_cell "or2_2" \
    powerDensity_mw_per_mm2 152.9 \
    crit_buf_inv 4 \
    ys_cells 243 \
    cap_violations 0 \
    track_usage 0.1164 \
    openroad.warnings 62 \
    ant_nets 0 \
    synth.logic.top_family "AND-OR/OR-AND gates" \
    rows 26 \
]
==> metal layers <==
metal  share of wire  track usage  wire length, um
met1            0.45       0.1532             2484
met2            0.49       0.2033             2665
met3           0.061      0.02100              336
met4               0     0.001266                0
met5               0            0                0
==> synth_stat cells, drive strengths merged (5+ instances only) <==
cell type / count
nor2: 22
ha: 36
a21oi: 21
o21ai: 13
o22ai: 5
mux2i: 5
nor2b: 6
inv: 26
buf: 22
clkbuf: 7
or2: 10
a31oi: 5
nand2: 21
==> cell families (layout without fill, tap and decap cells) <==
group,after synthesis,in the layout
AND-OR/OR-AND,74,74
AND/OR/NAND/NOR,71,71
buffers and inverters,55,178
adder cells (fa/ha/maj),36,36
multiplexers,5,5
other,2,3
==> layout by cell type (no fill, tap or decap), types with 6 or more instances in the layout <==
| master | Yosys | routed |
|---|---|---|
| buf_4 | 14 | 59 |
| dlygate4sd2_1 | 0 | 32 |
| or2_2 | 10 | 8 |
| clkdlybuf4s50_1 | 0 | 43 |
| ha_1 | 36 | 31 |
| nand2_1 | 21 | 20 |
| nor2_1 | 22 | 21 |
| a21oi_1 | 21 | 15 |
| inv_2 | 0 | 12 |
| o21ai_0 | 13 | 10 |
| inv_1 | 25 | 13 |
| a21oi_2 | 0 | 6 |
==> per-stage QoR <==
step                      hold WS, ns  setup slack (ns)  instance area [um2]
after CTS                       1.586          0.004621                 2959
after detailed placement        1.885           -0.3908                 2877
after global placement          1.880           -0.3676                 2877
after floorplan                0.9735            0.6776                 1622
after global routing            1.538          0.005660                 2987
final                           1.515           0.09073                 2987
==> path summary, 6_finish.rpt <==
| path | startpoint | to | slack [ns] | depth (start not counted) |
|---|---|---|---|---|
| setup / recovery | B[5] | led1[5] | 0.09 | 8 |
| hold / removal | A[7] | led5[5] | 1.51 | 3 |
==> worst min-delay path, stage by stage <==
cell           delay, ns
dlygate4sd2_1       0.38
a2111oi_4           0.07
clkbuf_2            0.09
==> report_power, final <==
part           leakage, uW  internal, uW  switching [uW]
clock                    0             0               0
sequential               0             0               0
combinational      0.00151           271             185
total              0.00151           271             185
==> final cells by class <==
type | instances | area (um2)
Fill cell | 502 | 2218
Inverter | 26 | 100.1
Timing Repair Buffer | 152 | 1328
Multi-Input combinational cell | 189 | 1471
Tap cell | 70 | 87.58
==> what timing repair did <==
item	4_1_cts	5_1_grt
buffers inserted	3	0
pin swaps	13	4
endpoints found under the hold margin	0	0
resized	81	25
setup endpoints to repair	46	20
No activity file was given, so power comes from the tool's default toggle rates.
