**/design/flow/config.mk**
```make
export PLATFORM = sky130hd
export DESIGN_NAME = somador
export DESIGN_NICKNAME = somador
export VERILOG_FILES = /design/flow/design.v
export SDC_FILE = /design/flow/constraint.sdc
export NUM_CORES = 4
export LEC_CHECK = 1
export CORE_AREA = 10 10 70 70
export DIE_AREA = 0 0 80 80
```
**/design/flow/constraint.sdc**
```tcl
current_design somador

set clk_period 9.2
set clk_io_pct 0.2

create_clock -name clk0 -period $clk_period

set non_clock_inputs [all_inputs -no_clocks]
set_input_delay [expr $clk_period * $clk_io_pct] -clock clk0 $non_clock_inputs
set_output_delay [expr $clk_period * $clk_io_pct] -clock clk0 [all_outputs]
```
**/design/flow/design.v**
```verilog
module somador (
		input subtract,
		input 	[7:0] A,
		input  	[7:0] B,
		output 	[7:0] S,
		output Overflow);
logic Cout; 
logic [7:0] C;
assign C = (subtract ? ~B+1 : B);
assign {Cout, S} = A + C;
assign Overflow = ((C[7] == 1 && A[7] == 1) ? !S[7] : ((C[7] == 0 && A[7] == 0) ? S[7] : 0));
endmodule
```
**/design/flow/run.sh**
```bash
#!/bin/bash
# OpenROAD 26Q1-2900-gdf79404cd8, Yosys 0.63+post, stock flow scripts
make -C /OpenROAD-flow-scripts/flow DESIGN_CONFIG=/design/flow/config.mk WORK_HOME=/design/flow/orfs finish
```
==> results.py <==
# Metrics from the implementation run
metrics = {
    "global_route": {
        "grt_use_total": 0.04185,
        "grt-ovfl-total": 0,
        "first_global_vias": 475,
        "grt_max_degree": 9,
        "antenna_found_initial": 0,
        "grt_pass1_wl_um": 2214,
    },
    "worst_hold_path": {
        "hold_path_class": "in -> out",
    },
    "power": {
        "ir_drop_uv": 21.04,
        "p_per_area_mw_per_mm2": 79.67,
        "p_leak_nw": 0.3199,
    },
    "place": {
        "gp_congestion": 0.7633,
        "io_buffers": 26,
        "hpwlAfterDp_um": 1263,
        "preCtsSetupSlack_ns": 2.427,
        "postPlaceCellArea_um2": 767.0,
    },
    "floorplan": {
        "fp_util": 0.1315,
        "num_io_pins": 26,
        "fp.dieW_um": 80,
        "die_area_mm2": 0.006400,
        "core-area_mm2": 0.003416,
        "fp.dieH_um": 80,
        "placementRows": 21,
    },
    "setup_path": {
        "critPathMaxFanout": 5,
        "worstPathArrival_ns": 4.89,
        "cp_cell_sequence": "clkdlybuf4s50_1, inv_1, ha_1, inv_1, o31ai_1, xnor2_1, ha_1, a21oi_1, o21ai_1, a31oi_1, xnor2_1, mux2_2, clkdlybuf4s50_1",
        "crit_family": "buffers and inverters",
        "startpoint": "B[0]",
        "cp_slowest_cell": "clkdlybuf4s50_1",
        "crit_path_end_kind": "output pin",
        "max_stage_delay_ns": 0.53,
        "cp-endpoint": "Overflow",
        "worstSetupPathType": "in -> out",
        "cp.required_ns": 7.36,
        "cp.depth": 13,
        "worstSetupStartpointType": "input pin",
        "critPathBufInv": 4,
    },
    "clocking": {
        "ctsHoldBuffers": 0,
        "cts_setup_buffers": 0,
        "cts-resized-gates": 0,
    },
    "logic_synthesis": {
        "ys_top_cells_by_count": "ha_1, xnor2_1, inv_1",
        "ys_warn_count": 0,
        "synthTopLogicFamily": "adder cells",
        "topCellsByArea": "ha_1, xnor2_1, o41ai_4, a21o_1, inv_1",
        "synthCells": 53,
        "ys_cells": 53,
        "synth_adder_area_share": 0.3231,
        "yosys_area_um2": 449.2,
        "simple_gate_area_frac": 0.06407,
        "top_area_cell": "ha_1",
        "ys_seq_share": 0,
        "postSynthAreaPerCell_um2": 8.475,
        "top_area_frac": 0.2786,
        "ys_types": 20,
        "ys_sh_aoi": 0.3036,
        "xor_share": 0.2340,
        "syn_area_um2": 449.2,
        "ys_sh_mux": 0.02507,
    },
    "final_layout": {
        "clkbuf_count": 0,
        "final_area_um2": 767.0,
        "area_growth_pct": 70.75,
        "drive_gt1_frac": 0.03797,
        "seq_cells": 0,
        "n_fill_cell": 377,
        "flop_area_um2": 0,
    },
    "detailed_routing": {
        "detail-route-antenna-nets": 0,
        "dr_total_vias": 457,
        "wl_per_cell_um": 10.70,
        "wl_um": 1338,
        "antenna_cells": 0,
        "viasPerCell": 3.656,
        "dr.pass1.iters": 2,
        "drc_errors": 0,
        "drt_first_iter_violations": 8,
    },
    "timing": {
        "fin_crit_sh": 0.7313,
        "hold_viol": 0,
        "finalSetupViolations": 0,
        "fmax_ghz": 0.1486,
        "maxSlewViolCount": 0,
        "worstMarginPinSlew_ns": 0.3713,
        "max_slew_margin": 0.7498,
        "post-route-min-period_ns": 6.728,
        "setup_slack_ns": 2.472,
        "rsz0062_at_grt": "no",
        "fin_tns_setup_ns": 0,
    },
    "run": {
        "warnings": 33,
        "cap_viol_max_count": 0,
    },
    "status": {
        "status": "finished clean",
    },
}
## cell families after synthesis
family / after synthesis
adders and majority gates: 11
muxes: 1
buffers and inverters: 6
and+or+nand+nor: 5
AOI/OAI and AO/OA: 18
xor gates and xnor gates: 12
## through the flow
| step | util | cells | power, mW | hold WS [ns] |
|---|---|---|---|---|
| 6_report | 0.2245 | 125 | 0.06111 | 4.728 |
| 2_1_floorplan | - | 53 | 0.02639 | 3.752 |
| 5_1_grt | 0.2245 | 125 | 0.06838 | 4.760 |
| 4_1_cts | 0.2245 | 125 | 0.06260 | 4.754 |
| 3_3_place_gp | 0.2245 | 125 | 0.06154 | 4.766 |
| 3_5_place_dp | 0.2245 | 125 | 0.06232 | 4.751 |
## where the power goes
group / switching, mW / internal (mW)
clock network: 0 / 0
logic: 0.0212 / 0.0399
registers: 0 / 0
total: 0.0212 / 0.0399
## worst min path at each step
stage,startpoint,to,cells after the start
CTS,A[0],S[0],3
finish,A[0],S[0],3
global route,A[0],S[0],3
## cell type report
type | instances | area, µm² | area share
Inverter | 6 | 22.52 | 0.02936
Multi-Input combinational cell | 47 | 426.7 | 0.5563
Timing Repair Buffer | 26 | 260.3 | 0.3393
Tap cell | 46 | 57.56 | 0.07504
## cell usage in the layout, fill, tap and decap left out, types with 2 or more instances in the layout
master	netlist	final
clkdlybuf4s50_1	0	26
xnor2_1	10	10
ha_1	10	10
inv_1	6	6
a21oi_1	4	4
o31ai_1	3	3
a21o_1	3	3
nand2_1	2	2
o21ai_1	2	2
xor2_1	2	2
## routing by layer
layer,up-vias,part of all wire,track usage
met5,-,0,0
met4,0,0,0
met3,0,0.092,0.01250
li1,247,-,-
met2,16,0.39,0.06260
met1,194,0.51,0.06089
Power and IR drop assume default switching activity.
